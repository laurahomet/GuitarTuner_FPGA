==> ./design.v <==
`timescale 1ns / 1ps
module get_period(
	input wire clk,
	input wire wave,
	output reg [33:0] period
    );
	reg [33:0] counter = 0;
	reg pos_wave;
	localparam WAIT = 0;
	localparam GET_PERIOD = 1;
	reg state = WAIT;
	reg next_state;
	reg reset_counter = 0;
	reg rst_pos_wave = 0;
	always@(posedge clk) begin
		case(state)
			WAIT: begin
						reset_counter = 0;
						rst_pos_wave = 0;
						if(pos_wave) begin
							next_state = GET_PERIOD;
						end
						else
							next_state = WAIT;
					end
			GET_PERIOD: begin
								period = ((counter+1)*100);  
								reset_counter = 1; 
								next_state = WAIT;
								rst_pos_wave = 1;
							end
		endcase
	end
	always@(posedge clk) begin
		state = next_state;
	end
	always@(posedge clk) begin
		if(reset_counter)
			counter = 0;
		else
			counter = counter + 1;
	end
	always@(posedge wave or posedge rst_pos_wave) begin
		if(rst_pos_wave)
			pos_wave = 0;
		else
		if(wave)
			pos_wave = 1;
	end
endmodule
==> ./run.sh <==
#!/bin/bash
# OpenROAD 26Q1-2900-gdf79404cd8, Yosys 0.63+post, stock flow scripts
make -C /OpenROAD-flow-scripts/flow DESIGN_CONFIG=/design/flow/config.mk WORK_HOME=/design/flow/orfs finish
==> ./config.mk <==
export PLATFORM = sky130hd
export DESIGN_NAME = get_period
export DESIGN_NICKNAME = get_period
export VERILOG_FILES = /design/flow/design.v
export SDC_FILE = /design/flow/constraint.sdc
export NUM_CORES = 4
export LEC_CHECK = 1
export CORE_UTILIZATION = 30
==> ./constraint.sdc <==
current_design get_period

set clk_period 1.0
set clk_io_pct 0.2

create_clock -name clk0 -period $clk_period [get_ports {clk}]
create_clock -name clk1 -period $clk_period [get_ports {wave}]

set non_clock_inputs [all_inputs -no_clocks]
set_input_delay [expr $clk_period * $clk_io_pct] -clock clk0 $non_clock_inputs
set_output_delay [expr $clk_period * $clk_io_pct] -clock clk0 [all_outputs]
==> run summary <==
Post-synth EDFFs: 32
PD cells: 895 nW/um2
Largest net degree at the start of global routing: 25
Port Buffers: 32
Total die size: 19,500 um2
Height of the die: 139 um
Yosys stat cell total: 601
Post-Syn Instances: 601
Hold-fix buffers, CTS: 0
CTS buffer count: 9
Mean post-synth cell area: 9.44 um2
Log Warnings: 31
Clock power frac: 0.370
Crit Path Max Fanout: 4
Critical path arrival: 4.56 ns
CP endpoint kind: flop
Diode count: 0
Hold Vio Cnt, Final: 0
H-Tree Depth: 3
Max Slew Vio Count: 0
Failing checks: setup timing
Total GRT Usage: 0.144
Initial Util: 0.310
Synth flops: 68
Total routed wirelength: 14.7 mm
Post-Route Setup TNS: -103.93 ns
Drt pass-1 iters: 4
Core footprint: 18,300 um2
Internal Power: 0.00665 W
Initial antenna violation count: 0
Placed cells: 1,022
DRC: 0
Share of cells above drive strength 1: 0.593
Clock Skew: 0.00518 ns
Vias/cell: 4.56
Grt ovf: 0
First-pass GRT wire length: 22.4 mm
RSZ-0062 raised after global routing: yes
Synth warn: 1
Status: finished, violations left
Site row count: 49
Deepest clock path buffer count: 2
Total number of vias: 5,088
Starting DRC count in detailed routing: 189
Worst Slack Setup Final: -3.47 ns
Cell Type Count: 55
Detail Placement HPWL: 9.39 mm
Switch Pwr: 0.00241 W
Commonest flop: dfxtp_1
Peak supply drop: 1.38 mV
Crit path kind: reg2reg
Antenna viol nets, final: 0
Post-synth seq share: 0.297
Final setup violation count: 90
Die W: 139 um
Crit path DRT: 1.09 ns
Combinational power share: 0.272
CP Launch Type: flop
Power Total: 0.00906 W
Cell area after synthesis: 5670 um2
HP Class: reg2reg
Async S/R FF share, synth: 0.0147
Most numerous logic cell after layout: buf_4
Filler cells: 1,361
Vias in the first global route: 4,901
Reg-to-reg startpoint: counter[0]
Wirelength per Cell: 13.2 um
R2R Path End: period[32]
Sequential power share: 0.359
Routability Congestion: 0.859
Max-Cap Viols: 0
Final Hold Slack: 0.170 ns
Most frequent cells in the layout: buf_4 (173), inv_1 (94), buf_6 (65)
Switching power share of the total: 0.266
Worst r2r path cells: 21
Util after Layout: 0.554
Post-Layout Cell Count: 1,116
Yosys synthesis chip area: 5670 um2
Root Buffer: clkbuf_16
Leak: 4.90 nW
CTS tree: done
Worst-path clk slew: 0.06 ns
I/O pins: 36
Area growth syn-to-layout: 78.4%
Worst Setup EP: period[32]
CP startpoint: counter[0]
Register-to-register setup slack: -3.47 ns
[final cells by class]
type / instances / area (um2) / area share
clock buffers: 13 / 303 / 0.0299
flip-flops and latches: 68 / 1730 / 0.171
clock inverters: 3 / 15.0 / 0.00148
multi-input cells: 404 / 4980 / 0.492
repair buffers: 279 / 2360 / 0.233
inverters: 120 / 453 / 0.0448
well taps: 229 / 287 / 0.0283
[stage by stage]
stage	worst slack [ns]	cell area, um2
final	-3.47	10100
after global routing	-3.67	10100
after CTS	-3.40	8970
after detailed placement	-3.60	7860
after global placement	-3.59	7860
after floorplan	-3.25	6000
[routing by layer]
layer / GRT usage / vias to the layer above / part of all wire
met1: 0.208 / 2447 / 0.48
met5: 0 / - / 0
met4: 0.0158 / 0 / 0.014
met2: 0.238 / 67 / 0.47
met3: 0.0259 / 16 / 0.031
li1: - / 2558 / -
[synthesized netlist by cell type (2+ instances only)]
cell      instances  area (um2)
nor3_1            5        25.0
xor2_1           36         315
nand3_2           2        20.0
o21bai_1          2        15.0
and2_1           11        68.8
a31o_2            2        17.5
a211o_1           4        35.0
a21oi_1          21         105
o21ai_0          10        50.1
o311ai_0          2        17.5
o211ai_1          3        22.5
ha_1             83        1040
nor2_1           44         165
buf_4             4        30.0
nor4_4            2        42.5
o21a_1            6        45.0
a21o_1           10        75.1
nor2b_1           3        18.8
nand2b_1          4        25.0
or3_1             2        12.5
conb_1            2        7.51
a31oi_1           2        12.5
clkbuf_1          3        11.3
and3_1           12        75.1
inv_1           120         450
dfxtp_1          35         701
nand3_1          24         120
o31ai_1           3        22.5
and4_1            6        52.6
edfxtp_1         32         961
nand4_1           6        37.5
a211oi_1          6        45.0
xnor2_1          30         263
buf_2             2        10.0
nand2_1          20        75.1
fa_1             23         460
[kinds of logic after synthesis]
group | share of synthesized area
simple gates | 0.141
buf+inv | 0.0904
fa+ha+maj | 0.264
compound gates | 0.0953
flops | 0.297
xor+xnor | 0.106
other cells | 0.00132
mux | 0.00397
[power groups by stage]
stage / registers, W / logic, W / clock network (W)
5_1_grt: 0.00326 / 0.00267 / 0.00355
6_report: 0.00325 / 0.00246 / 0.00335
4_1_cts: 0.00325 / 0.00195 / 0.00345
[state kept, by name, summed over array words and instances, names as in the netlist]
| register | cells |
|---|---|
| next_state | 1 |
| counter | 32 |
| pos_wave | 1 |
| state | 1 |
| rst_pos_wave | 1 |
| period | 32 |
[worst min path at each step]
| stage | start | endpoint | slack [ns] | cells after the start |
|---|---|---|---|---|
| final | pos_wave | next_state | 0.17 | 1 |
| after CTS | pos_wave | next_state | 0.19 | 1 |
| after global routing | pos_wave | next_state | 0.18 | 1 |
[critical path, stage by stage, from the launching register on]
cell	delay [ns]
dfxtp_4	0.36
buf_6	0.10
nand3_4	0.11
nor4_4	0.35
buf_4	0.18
buf_6	0.10
nand2_4	0.04
xor2_2	0.19
inv_1	0.10
ha_4	0.22
ha_1	0.28
inv_1	0.06
fa_1	0.50
inv_2	0.05
ha_4	0.28
and3_4	0.20
and4_4	0.27
nand3_4	0.10
nand3_4	0.13
nand3_2	0.08
and3_1	0.14
or3_1	0.35
[timing repair]
action                     4_1_cts  5_1_grt
setup endpoints to repair       94       94
setup buffers                   30       59
gates resized                  230      165
pin swaps                       67      104
Power is estimated from default activity; no workload was simulated.
